$ cat run.sh
#!/bin/bash
# OpenROAD 26Q1-2900-gdf79404cd8, Yosys 0.63+post, stock flow scripts
make -C /OpenROAD-flow-scripts/flow DESIGN_CONFIG=/design/flow/config.mk WORK_HOME=/design/flow/orfs finish
$ cat config.mk
export PLATFORM = sky130hd
export DESIGN_NAME = udc
export DESIGN_NICKNAME = udc
export VERILOG_FILES = /design/flow/design.v
export SDC_FILE = /design/flow/constraint.sdc
export NUM_CORES = 4
export LEC_CHECK = 1
export CORE_AREA = 10 10 70 70
export DIE_AREA = 0 0 80 80
$ cat constraint.sdc
current_design udc

set clk_period 2.7
set clk_io_pct 0.2

create_clock -name clk0 -period $clk_period [get_ports {clk}]

set non_clock_inputs [all_inputs -no_clocks]
set_input_delay [expr $clk_period * $clk_io_pct] -clock clk0 $non_clock_inputs
set_output_delay [expr $clk_period * $clk_io_pct] -clock clk0 [all_outputs]
$ cat design.v
module udc(clk, ud, count);
input clk, ud;
output reg [3:0] count = 0;  
always @(posedge clk)
    begin
        if (ud)
            count = count + 1;  
        else
            count = count - 1;  
    end
endmodule
==> Changelog: implementation <==
### Physical design

- P_leak: roughly 0.00012 uW
- Worst reg2reg setup slack: 1.58 ns
- Clock Tree Buf Depth: 2
- Logic area: between 80 and 90 sq um
- Mapped cell area: around 180 sq um
- Setup CP Type: input port to flip-flop
- CTS Hold Bufs: 0
- Max VDD drop: 0.000130 V
- Critical path origin: ud
- Worst skew pair latency: 0.24 ns
- Fill cells: 409
- Crit path time final: 1.71 ns
- Final HPWL DP: between 300 and 400 um
- Complex Gates by Area: 0.0929
- WP data arrival: 1.83 ns
- Worst Setup EP: count[3]
- Post-synthesis xor/xnor area fraction: 0.150
- Global route overflow: 0
- Yosys Instances: 14
- Die height: 80 um
- Final WL: 411 um
- First-pass GRT wire length: 662 um
- Worst Path Required: 2.83 ns
- RR Startpoint: count[1]
- Period utilisation layout: 0.633
- Routed vias: 124
- Synth logic family: adder cells
- Row count: 21
- Post-CTS Setup Bufs: 0
- Slew Limit Fails: 0
- Vias in the first global route: roughly 140
- Final worst slack: 0.992 ns
- WL per Instance: 6.04 um
- Pin count of the biggest net entering global routing: 5
- Max_slew headroom: 0.876
- Die area: 6400 sq um
- Ant diodes: 0
- Post-DR vias/cell: 1.82
- Flops & latches, synth: 4
- # setup viols final: 0
- Fin Clk Skew: 0.00131 ns
- Yosys warns: 1
- Register Area: 80.1 sq um
- Fmax: 585 MHz
- Max reg flops: 4
- Post-route cell area: 305 sq um
- Worst-path clk slew: about 0.040 ns
- CP Max Fanout: 3
- Share of cells above drive strength 1: 0.182
- Register share after synthesis: 0.457
- Pre-CTS WS: 0.738 ns
- Mux area share: 0
- Initial antenna violation count: 0
- CTS Buf Count: 3
- Max H-tree Level: 1
- ANT nets after route: 0
- Post-CTS Resized: 0
- Worst hold path class: flip-flop to flip-flop
- Post-Place Cell Area: 283 sq um
- Clk root buf: clkbuf_4
- Simple Share, Synth: 0
- Unrepaired setup endpoints after global routing: no
- CP endpoint kind: flip-flop
- Tool warnings: 25
- Area Growth Syn to Fin: 74.3%
- Max Cap Violations: 0
- Adder-Cell Fraction of Synth Area: 0.257
- Total negative slack: 0 ns
- Synth Instances: 14
- Pwr dens: 955 nW/um^2
- Core area: 3420 sq um
- TritonRoute pass-1 iters: 1
- Ports: 6
- Total track usage: 0.0153
- Status: finished clean
- DRT iter0 DRCs: 0
- Synth Area per Inst: 12.5 sq um
- Clock sink count: 4
- GPL Wtd Cong: ~0.67
- CTS tree: built
- Final hold violations: 0
- CP Launch Type: input port
- Worst R2R Path Depth: 4
- Fp util: 0.0513
- Post-synth cell types: 8
- Least-Margin Pin Slew: 0.184 ns
- Input/output buffers: 5
- DRC violation count after routing: 0
- Die width: around 80 um
- Reg2Reg Capture Point: count[3]
- Yosys stat chip area: 175 sq um
[worst min path at each step]
| stage | startpoint | endpoint | slack [ns] | depth (start not counted) |
|---|---|---|---|---|
| CTS | count[0] | count[0] | 0.45 | 1 |
| global route | count[0] | count[0] | 0.46 | 1 |
| finish | count[0] | count[0] | 0.44 | 1 |
[report_power, final]
group / internal, uW / switching, uW
Clock: 49.8 / 25.5
Sequential: 85.4 / 16.9
Combinational: 76.8 / 37.1
Total: 212 / 79.5
[layout by cell type (no fill, tap or decap)]
master and n:
a21o_1 1, xor2_1 1, inv_1 2, xnor2_1 2
fa_1 1, clkdlybuf4s50_1 5, ha_1 2, clkbuf_4 3
a21oi_2 1, dfxtp_1 4
[worst max-delay path: stages]
cell and delay, ns:
clkdlybuf4s50_1 0.50, inv_1 0.10, ha_1 0.30, a21o_1 0.19, a21oi_2 0.14, xnor2_1 0.07
[stage by stage]
step | util | total power, uW | hold WS (ns) | instances
final | 0.0894 | 291 | 0.438 | 68
after global routing | 0.0894 | 317 | 0.463 | 68
after CTS | 0.0894 | 300 | 0.446 | 68
after detailed placement | 0.0828 | 220 | 0.429 | 65
after global placement | 0.0828 | 214 | 0.414 | 65
after floorplan | - | 157 | 0.387 | 14
[synth_stat cells]
master	instances	area (sq um)
dfxtp_1	4	80.1
inv_1	2	7.51
a21o_1	1	7.51
a21oi_2	1	8.76
fa_1	1	20.0
xor2_1	1	8.76
xnor2_1	2	17.5
ha_1	2	25.0
[area by class of cell]
type,instances,area share
multi-input cells,8,0.287
flip-flops and latches,4,0.262
well taps,46,0.189
repair buffers,5,0.164
clock buffers,3,0.0738
inverters,2,0.0246
[per-layer routing]
metal,vias to the layer above,share of wire,global-route usage,routed length (um)
li1,61,-,-,-
met1,52,0.37,0.0141,153
met2,11,0.22,0.0104,91
met3,0,0.40,0.0341,166
met4,0,0,0.00352,0
met5,-,0,0,0
[logic make-up (layout without fill, tap and decap cells)]
kind of cell / count (synthesis) / in the layout
adders and majority gates: 3 / 3
DFF: 4 / 4
AOI/OAI and AO/OA: 2 / 2
xor gates and xnor gates: 3 / 3
buffers and inverters: 2 / 10
Power and IR drop assume default switching activity.
