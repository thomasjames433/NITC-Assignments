**flow/run.sh**
```bash
#!/bin/bash
# OpenROAD 26Q1-2900-gdf79404cd8, Yosys 0.63+post, stock flow scripts
make -C /OpenROAD-flow-scripts/flow DESIGN_CONFIG=/design/flow/config.mk WORK_HOME=/design/flow/orfs finish
```
**flow/config.mk**
```make
export PLATFORM = sky130hd
export DESIGN_NAME = alu
export DESIGN_NICKNAME = alu
export VERILOG_FILES = /design/flow/design.v
export SDC_FILE = /design/flow/constraint.sdc
export NUM_CORES = 4
export LEC_CHECK = 1
export CORE_AREA = 10 10 74 74
export DIE_AREA = 0 0 84 84
```
**flow/constraint.sdc**
```tcl
current_design alu

set clk_period 5.4
set clk_io_pct 0.2

create_clock -name clk0 -period $clk_period

set non_clock_inputs [all_inputs -no_clocks]
set_input_delay [expr $clk_period * $clk_io_pct] -clock clk0 $non_clock_inputs
set_output_delay [expr $clk_period * $clk_io_pct] -clock clk0 [all_outputs]
```
**flow/design.v**
```verilog
module fad(sum,carry,a,b,c);
input a,b,c;
output sum ,carry;
wire x1,a1,o1,a2;
xor(x1,a,b);
xor(sum,c,x1);
and(a1,a,b);
and(a2,x1,c);
or(carry,a1,a2);
endmodule
module fad8(sum,carry,a,b);
input [7:0]a,b;
output[7:0]sum;
output carry;
wire x[6:0];
fad fa0(sum[0],x[0],a[0],b[0],0);
fad fa1(sum[1],x[1],a[1],b[1],x[0]);
fad fa2(sum[2],x[2],a[2],b[2],x[1]);
fad fa3(sum[3],x[3],a[3],b[3],x[2]);
fad fa4(sum[4],x[4],a[4],b[4],x[3]);
fad fa5(sum[5],x[5],a[5],b[5],x[4]);
fad fa6(sum[6],x[6],a[6],b[6],x[5]);
fad fa7(sum[7],carry,a[7],b[7],x[6]);
endmodule
module fsb(dif,bor,a,b,c);
input a,b,c;
output dif,bor;
wire x1,x2,a1,a2,n1,n2;
xor(x1,a,b);
xor(dif,c,x1);
not(n1,a);
not(n2,x1);
and(a1,n1,b);
and(a2,n2,c);
or(bor,a1,a2);
endmodule
module fsb8(dif,bor,a,b);
input [7:0]a,b;
output[7:0]dif;
output bor;
wire x[6:0];
fsb fa0(dif[0],x[0],a[0],b[0],0);
fsb fa1(dif[1],x[1],a[1],b[1],x[0]);
fsb fa2(dif[2],x[2],a[2],b[2],x[1]);
fsb fa3(dif[3],x[3],a[3],b[3],x[2]);
fsb fa4(dif[4],x[4],a[4],b[4],x[3]);
fsb fa5(dif[5],x[5],a[5],b[5],x[4]);
fsb fa6(dif[6],x[6],a[6],b[6],x[5]);
fsb fa7(dif[7],bor,a[7],b[7],x[6]);
endmodule
module alu(O1,O2,a,b,s);
input [7:0]a,b;
input [1:0]s;
output [7:0] O1,O2;
wire [7:0] sum,dif,bxor,lssa,lssb,carry,bor;
fad8 fa1(sum,carry,a,b);
fsb8 fs1(dif,bor,a,b);
bwxor bw1(bxor,a,b);
ls l1 (lssa,a);
ls l2 (lssb,b);
mux8 m1(O1,sum,dif,lssa,bxor,s);
mux8 m2(O2,carry,bor,lssb,1'b0,s);
endmodule
module bwxor(o,a,b);
input [7:0]a,b;
output [7:0]o;
xor(o[0],a[0],b[0]);
xor(o[1],a[1],b[1]);
xor(o[2],a[2],b[2]);
xor(o[3],a[3],b[3]);
xor(o[4],a[4],b[4]);
xor(o[5],a[5],b[5]);
xor(o[6],a[6],b[6]);
xor(o[7],a[7],b[7]);
endmodule
module ls(lssum,a);
input [7:0]a;
output [7:0]lssum;
or(lssum[7],0,a[3]);
or(lssum[6],0,a[2]);
or(lssum[5],0,a[1]);
or(lssum[4],0,a[0]);
or(lssum[3],0,0);
or(lssum[2],0,0);
or(lssum[1],0,0);
or(lssum[0],0,0);
endmodule
module mux(o,i0,i1,i2,i3,s);
input i0,i1,i2,i3;
input [1:0]s;
output o;
wire a1,a2,a3,a4,n1,n0;
not(n0,s[0]);
not(n1,s[1]);
and(a1,i0,n0,n1);
and(a2,i1,n0,s[1]);
and(a3,i2,s[0],n1);
and(a4,i3,s[0],s[1]);
or(o,a1,a2,a3,a4);
endmodule
module mux8(y,a,b,c,d,s);
input [7:0]a,b,c,d;
input[1:0]s;
output[7:0]y;
mux m0(y[0], a[0], b[0], c[0], d[0], s);
mux m1(y[1], a[1], b[1], c[1], d[1], s);
mux m2(y[2], a[2], b[2], c[2], d[2], s);
mux m3(y[3], a[3], b[3], c[3], d[3], s);
mux m4(y[4], a[4], b[4], c[4], d[4], s);
mux m5(y[5], a[5], b[5], c[5], d[5], s);
mux m6(y[6], a[6], b[6], c[6], d[6], s);
mux m7(y[7], a[7], b[7], c[7], d[7], s);
endmodule
```
==> CHANGELOG.md <==
### Implementation results

* Average size of a mapped cell at ~9.5 sq um
* Leading cell type by number of instances after synthesis: inv_1
* Hpwl dp at 1650 um
* FP Rows at 23
* Clkbuf count at 0
* DR iter-0 viols at 7
* Required @ worst endpoint at approximately 4.3 ns
* Critical-path cell list: buf_8 -> ha_4 -> inv_2 -> fa_2 -> fa_2 -> fa_2 -> fa_2 -> fa_2 -> fa_2 -> inv_2 -> fa_1 -> mux4_2 -> buf_2
* Floorplan utilization at 21.8%
* Status: complete, but fails checks
* Min cycle time layout at 5.45 ns
* Ratio of cells with drive above 1 in the final layout at 44.8%
* Vias at roughly 700
* Worst Setup Path Type: in -> out
* Post-DRT Antenna Nets at 0
* Most Crowded Layer GR: met2
* FF/Latch Area at 0 sq um
* Failing checks: negative setup slack
* GR Util met2 at a little under an eighth
* HP Class: in -> out
* Boundary Pins at 34
* Part of the Yosys area used for sequential elements at 0%
* Clock power frac at 0%
* Fin cells at 184
* Worst Tran Pin Value at between 0.6 and 0.7 ns
* Max_cap viols at 0
* Switching part of the total at between 30% and 40%
* Wire length per cell at 11.9 um
* Die area at 7060 sq um
* Synth warn at 4
* Design Power at around 0.00011 W
* Core Area at about 4000 sq um
* GRT overflow at 0
* Commonest cells in the synthesized netlist: inv_1, buf_4, fa_1, ha_1
* Psw at just over 0.00004 W
* Dpl ws at -0.993 ns
* Pwr Density at just over 80 nW/um^2
* Dpl cells at roughly 160
* Int Pwr at ~0.000069 W
* Total Wirelength at about 2200 um
* Sum Neg Setup Slack at -0.0759 ns
* Met1 Use GR at between 8 and 9%
* Yosys cell count at 91
* M3 GR Usage at under 10%
* Setup ws final at -0.0529 ns
* DRT Pass-1 Iters at 3
* Fmax at 183 MHz
* Setup crit start kind: input pin
* Largest net degree at the start of global routing at 15
* Worst path max stage delay at around 0.45 ns
* Die width at between 80 and 90 um
* Vias in the first global route at 806
* Period utilization at 101%
* WP data arrival at 4.37 ns
* Slowest-stage cell, CP: mux4_2
* Mapped cell area at 867 sq um
* Vias per inst at 3.71
* Post-synth cell types at 19
* Final Hold Fails at 0
* Slew HR at 59.7%
* Port Buffer Count at 31
* Area Growth Syn to Fin at 56.1%
* Die height at between 80 and 90 um
* Largest fanout on the critical path at 2
* Leak at between 0.6 and 0.7 nW
* Maximum vdd drop at about 26 uV
* Sequential power share at 0%
* CTS Hold Bufs at 0
* Tool warnings at around 43
* RD Place Congestion at about 0.8
* Critical path startpoint: b[0]
* Worst hold slack at 2.67 ns
* Initial antenna violation count at 0
* Max-area cell share at 32.3%
* CP Capture Type: primary output
* Final max-slew violation count at 0
* # setup viols final at 2
* Yosys Chip Area at approximately 870 sq um
* Area leader, netlist: fa_1
* Synth top area cells: fa_1, buf_4, ha_1
* Count of flip-flops and latches at 0
* Most used cell, CP: fa_2
* DRC viols at 0
* Diodes inserted at 0
* GRT Overall Usage at 6.67%
* First-pass GRT wire length at between 3000 and 4000 um
* Cells after Synth at 91
* Unrepaired setup endpoints after global routing: true
* Comb pwr share at around 100%
* Worst Setup EP: O1[7]
## stage by stage
step | util (%) | area [sq um]
after floorplan | - | 885
after detailed placement | 29.6 | 1170
after global placement | 29.6 | 1170
after global routing | 34.1 | 1350
final | 34.1 | 1350
after CTS | 34.1 | 1350
## layer usage
layer  wire, um  part of all wire (%)
met1       1010                    46
met2       1070                    49
met3        113                   5.1
met4          0                     0
met5          0                     0
## layout make-up
| type | instances | area (sq um) |
|---|---|---|
| fillers | 404 | 2620 |
| inverters | 25 | 96.3 |
| multi-input cells | 50 | 676 |
| well taps | 50 | 62.6 |
| repair buffers | 59 | 519 |
## cells in the final DEF, fill, tap and decap left out
cell,instances
buf_4,27
inv_1,21
clkdlybuf4s50_1,20
fa_2,12
ha_1,7
and2_1,4
dlygate4sd2_1,4
inv_2,3
nor3_1,3
conb_1,3
buf_2,3
mux4_1,2
mux4_2,2
or2_2,2
nand2_1,2
a31o_2,2
fa_1,2
buf_8,2
or2b_1,1
nand2b_1,1
a21oi_2,1
and2b_1,1
nor2_1,1
inv_4,1
mux2i_1,1
a21o_1,1
ha_2,1
ha_4,1
buf_6,1
clkbuf_2,1
buf_12,1
## power groups by stage
| stage | Combinational, W | Sequential (W) | Clock, W |
|---|---|---|---|
| CTS | 0.000111 | 0 | 0 |
| global route | 0.000126 | 0 | 0 |
| finish | 0.000109 | 0 | 0 |
## worst max-delay path, delay by kind of cell
| kind | cells | cell delay, ns |
|---|---|---|
| fa+ha+maj | 8 | 2.55 |
| mux | 1 | 0.45 |
| buf+inv | 4 | 0.30 |
## timing repair
| item | 4_1_cts | 5_1_grt |
|---|---|---|
| resized | 50 | 3 |
| endpoints found under the setup margin | 5 | 4 |
| pin swaps | 10 | 7 |
| buffers inserted | 20 | 0 |
## cells by family (layout without fill, tap and decap cells)
logic type,after synthesis,after routing,share of synthesized area [%]
fa+ha+maj,23,23,45.3
other cells,1,3,0.432
compound gates,4,4,3.90
mux,5,5,13.3
simple gates,15,15,9.81
buf+inv,43,84,27.3
## how the worst min path moves through the flow
stage | start | endpoint | slack [ns] | cells past startpoint
CTS | a[1] | O1[5] | 2.69 | 3
global route | a[1] | O1[5] | 2.69 | 3
finish | a[1] | O1[5] | 2.67 | 3
Power is estimated from default activity; no workload was simulated.
