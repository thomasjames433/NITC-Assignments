File: design.v
module cpr(clk, re, we, wd1, wd2, rd);
input clk, re, we;
input [15:0] wd1, wd2;
output reg [15:0] rd = 0; 
reg [15:0] register_data = 0;
reg write_selector = 0;
always @(posedge clk)
begin
    if (we)
    begin
        if (write_selector == 0)
        begin
            register_data <= wd1;
            write_selector <= 1; 
        end
        else
        begin
            register_data <= wd2;
            write_selector <= 0; 
            end
    end
    else if (re)
    begin
        rd <= register_data;
    end
end
endmodule
File: run.sh
#!/bin/bash
# OpenROAD 26Q1-2900-gdf79404cd8, Yosys 0.63+post, stock flow scripts
make -C /OpenROAD-flow-scripts/flow DESIGN_CONFIG=/design/flow/config.mk WORK_HOME=/design/flow/orfs finish
File: config.mk
export PLATFORM = sky130hd
export DESIGN_NAME = cpr
export DESIGN_NICKNAME = cpr
export VERILOG_FILES = /design/flow/design.v
export SDC_FILE = /design/flow/constraint.sdc
export NUM_CORES = 4
export LEC_CHECK = 1
export CORE_UTILIZATION = 30
File: constraint.sdc
current_design cpr

set clk_period 1.8
set clk_io_pct 0.2

create_clock -name clk0 -period $clk_period [get_ports {clk}]

set non_clock_inputs [all_inputs -no_clocks]
set_input_delay [expr $clk_period * $clk_io_pct] -clock clk0 $non_clock_inputs
set_output_delay [expr $clk_period * $clk_io_pct] -clock clk0 [all_outputs]
==> impl_results.rst <==
Run summary
-----------

.. list-table::
   :header-rows: 1

   * - Metric
     - Value
   * - Run status
     - completed
   * - IO Count
     - roughly 51
   * - Most frequent cells after synthesis
     - sky130_fd_sc_hd__edfxtp_1 (33), sky130_fd_sc_hd__mux2_4 (9), sky130_fd_sc_hd__mux2_2 (7)
   * - Most repeated cell in the gate-level netlist after synthesis
     - sky130_fd_sc_hd__edfxtp_1
   * - Largest combinational cell category by area
     - multiplexers
   * - Number of core rows
     - 23
   * - Total cell area reported by yosys after synthesis
     - ~1200 µm²
   * - Main area contributors after synthesis
     - sky130_fd_sc_hd__edfxtp_1 (80%), sky130_fd_sc_hd__mux2_4 (11%), sky130_fd_sc_hd__mux2_2 (6.3%)
   * - Iteration tally of the first detailed-router pass
     - 4
   * - Net switching fraction of the power
     - roughly 16%
   * - Setup repair after global routing missed its margin
     - no
   * - Worst endpoint data arrival time
     - roughly 1.1 ns
   * - Clock buffer count from CTS
     - 5
   * - Top area contributor share
     - 79.5%
   * - Largest vdd supply drop
     - ~0.00050 V
   * - Residual antenna-violating net count after detailed routing
     - 0
   * - Worst path slowest cell
     - sky130_fd_sc_hd__clkdlybuf4s50_1
   * - Fraction of final layout cells sized beyond drive strength 1
     - between 20 and 25%
   * - Post-synthesis cell count from yosys
     - between 50 and 60
   * - # Post-CTS Setup Buffers
     - 0
   * - Cell area power density
     - ~900 nW/µm²
   * - Residual DRC
     - 0
   * - Synth area leader
     - sky130_fd_sc_hd__edfxtp_1
   * - Deepest clock path buffer count
     - 2
   * - WHS Endpoint
     - rd[14]$_DFFE_PP_
   * - Buffers and inverters on the worst path
     - 1
   * - Mean number of vias per cell
     - roughly 4.1
   * - Internal reg-to-reg setup slack
     - 0.48 ns
   * - TritonCTS clock tree
     - yes
   * - Total number of vias
     - about 660
   * - PnR Total Power
     - 1720 µW
   * - Type of the tightest min-delay check
     - reg2reg
   * - Number of sinks handled by clock tree synthesis
     - 33
   * - Synthesis warning total
     - 1
   * - Simple-gate area share of the yosys netlist
     - less than 1%
   * - Setup TNS Final
     - 0 ns
   * - Number of DRC markers in iteration 0
     - 14
   * - Core utilization before placement
     - 31.2%
   * - Crit start category
     - flip-flop
   * - CP cell instances
     - clkdlybuf4s50_1
   * - Largest fanout on the critical path
     - 1
   * - Cell count of the worst hold path
     - 0
   * - Wire length of the first global-routing pass
     - slightly above 3000 µm
   * - Filler instances
     - roughly 320
   * - Yosys reg bits
     - 33
   * - GR Util All Layers
     - 10.3%
   * - Final hold violation count
     - 0
   * - Critical Path Max Stage Delay
     - around 0.48 ns
   * - Min-delay src
     - register_data[14]$_DFFE_PP_
   * - Unique cell types
     - 7
   * - Critical register-to-register path endpoint
     - register_data[0]$_DFFE_PP_
   * - GP Congestion
     - 0.740
   * - Yosys aoi share
     - 0%
   * - Post-synthesis cell area
     - 1250 µm²
   * - Portion of total power attributed to sequential cells
     - approximately 53%
   * - Total length of routed wires
     - 1850 µm
   * - Category of the most critical setup path
     - reg2out
   * - Syn-to-layout area delta
     - 54.0%
   * - Worst rel slew slack
     - around 78%
   * - Data required time at the worst endpoint
     - roughly 1.4 ns
   * - Worst-path clk slew
     - ~0.060 ns
   * - CTS root buf
     - sky130_fd_sc_hd__clkbuf_8
   * - Post_cts resized
     - 0
   * - P_sw
     - about 280 µW
   * - Family of cells with the greatest summed delay on the critical path
     - buffers and inverters
   * - Sequential element share of the synthesized area
     - between 70% and 80%
   * - WL/cell
     - 11.4 µm
   * - Post-layout min period
     - about 1.4 ns
   * - Gate count of the mapped netlist
     - around 53
   * - Standard cell core area
     - 4000 µm²
   * - Number of enable-type register cells in the synthesized netlist
     - 33
   * - Number of inserted diodes
     - 0
   * - Horizontal die size
     - around 66 µm
   * - Number of warnings the tools reported
     - 25
   * - Worst Setup End Kind
     - primary output
   * - Depth of the critical timing path with buffers and inverters included
     - 1
   * - Share of async-settable or async-resettable flops after synthesis
     - 0%
   * - Critical R2R Launch
     - write_selector$_DFFE_PP_
   * - Per-instance average area after synthesis
     - 23.5 µm²
   * - Share of total power in combinational logic
     - 9.7%
   * - Final clock skew
     - approximately 0.0063 ns
   * - Adder Share, Synth
     - 0%
   * - # hold bufs at CTS
     - 0
   * - Clock Latency Late Sink
     - 0.27 ns
   * - Flip-flop cell with the highest count after synthesis
     - sky130_fd_sc_hd__edfxtp_1
   * - Proportion of synthesized area in mux cells
     - approximately 17%
   * - Largest net degree at the start of global routing
     - 18
   * - Number of cells traversed by the worst register-to-register path
     - 2
   * - CTS HTree Levels
     - 2
   * - Count of final setup violators
     - 0
   * - Number of buffers added on ports
     - 50
   * - Antenna violations before repair
     - 0
   * - Leakage power
     - around 0.00069 µW
   * - Final cycle utilization of the critical path
     - between 70 and 80%
   * - Internal
     - about 1400 µW
   * - Vias in the first global route
     - about 670
   * - Post-synthesis share of cell area spent on xor and xnor gates
     - 0%
   * - Die Span Y
     - between 60 and 70 µm
   * - Achievable Freq
     - ~690 MHz
   * - Final max-slew violation count
     - 0
   * - Worst-margin pin slew
     - between 0.3 and 0.4 ns
   * - Final global-route overflow total
     - 0
   * - Max Cap Viol
     - 0
   * - Clk network pwr share
     - between 30% and 40%
   * - Total die area
     - 4420 µm²
## power groups by stage
stage,sequential [µW],clock (µW),combinational [µW]
CTS,914,659,171
global route,917,694,181
finish,913,635,167
## layout by cell type (no fill, tap or decap)
cell type,count
sky130_fd_sc_hd__buf_4,2
sky130_fd_sc_hd__edfxtp_1,33
sky130_fd_sc_hd__nor2b_1,1
sky130_fd_sc_hd__inv_1,1
sky130_fd_sc_hd__clkdlybuf4s50_1,50
sky130_fd_sc_hd__bufinv_16,1
sky130_fd_sc_hd__buf_12,1
sky130_fd_sc_hd__mux2_4,9
sky130_fd_sc_hd__clkbuf_1,1
sky130_fd_sc_hd__clkbuf_8,5
sky130_fd_sc_hd__clkinv_1,1
sky130_fd_sc_hd__mux2_2,7
## worst max-delay path by stage
stage | startpoint | endpoint | slack (ns)
after CTS | rd[10]$_DFFE_PP_ | rd[10] | 0.33
after global routing | rd[4]$_DFFE_PP_ | rd[4] | 0.31
final | rd[4]$_DFFE_PP_ | rd[4] | 0.36
## area by class of cell
type | count | area, µm² | share of cell area (%)
flip-flops and latches | 33 | 991 | 51.6
clock buffers | 6 | 72.6 | 3.78
multi-input cells | 17 | 220 | 11.5
well taps | 50 | 62.6 | 3.26
inverters | 1 | 3.75 | 0.196
repair buffers | 53 | 536 | 27.9
clock inverters | 2 | 33.8 | 1.76
## per-stage QoR
| step | area, µm² | instances | hold WS (ns) | setup WS (ns) | util (%) |
|---|---|---|---|---|---|
| floorplan | 1250 | 53 | 0.400 | 0.285 | - |
| global placement | 1810 | 154 | 0.401 | 0.289 | 45.3 |
| detailed placement | 1810 | 154 | 0.405 | 0.275 | 45.3 |
| CTS | 1920 | 162 | 0.420 | 0.332 | 48.0 |
| global route | 1920 | 162 | 0.422 | 0.305 | 48.0 |
| finish | 1920 | 162 | 0.419 | 0.360 | 48.0 |
## cells by family (layout without fill, tap and decap cells)
family                 after synthesis  after routing
buffers and inverters                3             62
flip-flops                          33             33
AND/OR/NAND/NOR                      1              1
multiplexers                        16             16
## flip-flops by register name, summed over array words and instances (netlist names)
name,cells
write_selector,1
rd,16
register_data,16
## layer usage
metal	part of all wire [%]	track usage [%]	vias to the layer above
met5	0	0	-
met3	7.4	3.65	2
li1	-	-	322
met1	37	14.8	309
met2	55	16.3	27
met4	0.49	1.60	0
Power figures rest on the tool's default switching activity, not on a simulated workload.
